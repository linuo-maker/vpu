==> design.v <==
module xpu_vpu_pc_tn_vlsu_ieee754_nan_type(
  float_data,
  is_nan
);
parameter EXPONENT_SIZE = 8;
parameter MANTISSA_SIZE = 23;
input   [EXPONENT_SIZE+MANTISSA_SIZE:0]  float_data;      
output                                   is_nan; 
wire    [EXPONENT_SIZE-1:0]              exponent;        
wire    [EXPONENT_SIZE+MANTISSA_SIZE:0]  float_data;      
wire    [EXPONENT_SIZE+MANTISSA_SIZE:0]  ieee754_raw_bits; 
wire                                     is_nan;          
wire    [MANTISSA_SIZE-1:0]              mantissa;  
assign ieee754_raw_bits[EXPONENT_SIZE+MANTISSA_SIZE:0] = float_data[EXPONENT_SIZE+MANTISSA_SIZE:0];
assign exponent[EXPONENT_SIZE-1:0] = ieee754_raw_bits[EXPONENT_SIZE + MANTISSA_SIZE-1:MANTISSA_SIZE];
assign mantissa[MANTISSA_SIZE-1:0] = ieee754_raw_bits[MANTISSA_SIZE-1:0];
assign is_nan     = (&exponent[EXPONENT_SIZE-1:0])
                  & (|mantissa[MANTISSA_SIZE-1:0]);
endmodule
==> run.sh <==
#!/bin/bash
# OpenROAD 26Q1-2900-gdf79404cd8, Yosys 0.63+post, stock flow scripts
make -C /OpenROAD-flow-scripts/flow DESIGN_CONFIG=/design/flow/config.mk WORK_HOME=/design/flow/orfs finish
==> config.mk <==
export PLATFORM = sky130hd
export DESIGN_NAME = xpu_vpu_pc_tn_vlsu_ieee754_nan_type
export DESIGN_NICKNAME = xpu_vpu_pc_tn_vlsu_ieee754_nan_type
export VERILOG_FILES = /design/flow/design.v
export SDC_FILE = /design/flow/constraint.sdc
export NUM_CORES = 4
export LEC_CHECK = 1
export CORE_AREA = 10 10 70 70
export DIE_AREA = 0 0 80 80
==> constraint.sdc <==
current_design xpu_vpu_pc_tn_vlsu_ieee754_nan_type

set clk_period 1.7
set clk_io_pct 0.2

create_clock -name clk0 -period $clk_period

set non_clock_inputs [all_inputs -no_clocks]
set_input_delay [expr $clk_period * $clk_io_pct] -clock clk0 $non_clock_inputs
set_output_delay [expr $clk_period * $clk_io_pct] -clock clk0 [all_outputs]
==> ci_impl_report.md <==
### Yosys + OpenROAD results

| Metric | Value |
|---|---|
| Sw frac | 26.7% |
| IO buf count | 32 |
| Startpoint class of the critical path | primary input |
| Worst path bufs/invs | 2 |
| Placed Area | 467 µm² |
| First-pass DRT Iterations | 3 |
| Worst Max-Slew Pin Slew | 0.228 ns |
| Status | finished clean |
| Syn avg cell area | 7.40 µm² |
| Number of DRC markers in iteration 0 | 3 |
| CP Depth | 5 |
| Worst setup path endpoint | is_nan |
| Power Density | ~150 nW/µm² |
| Vias | 237 |
| Post-DRT Antenna Nets | 0 |
| # Cells Yosys | 12 |
| Critical path class | primary input to output pin |
| I/O Pins | 33 |
| Sequential power share | 0% |
| Drt total wl | 1.32 mm |
| Cell internal pwr | 0.0515 mW |
| Top cells by area, synth | nor4_2 (42%), nand4_1 (21%), nor4_1 (14%), o21a_1 (8.5%), nor3_1 (5.6%) |
| Initial antenna violation count | 0 |
| Lkg Pwr | 0.212 nW |
| CTS Hold Buffers Added | 0 |
| Setup TNS | 0 ns |
| MI comb area | between 100 and 150 µm² |
| Psw | between 0.015 and 0.02 mW |
| Hold slack | around 1.1 ns |
| Vias in the first global route | between 200 and 300 |
| Largest net degree at the start of global routing | 2 |
| Ant diodes | 0 |
| Tcrit/Tclk final | ~96% |
| Final period demand of the worst path | approximately 1.6 ns |
| Delay-heaviest family, CP | buffers and inverters |
| Maximum capacitance violations | 0 |
| Clkbuf count | 0 |
| Area leader, netlist | nor4_2 |
| Max-slew violations | 0 |
| Via density | 2.63 |
| Hold Fails Final Rpt | 0 |
| Fill cell count | about 400 |
| Core Region | ~3400 µm² |
| DRC Markers | 0 |
| Yosys chip area | between 80 and 90 µm² |
| Total grt overflow | 0 |
| Synth Seq Share | 0% |
| Fmax | 0.613 GHz |
| Worst path max stage delay | 0.41 ns |
| Synth Warn # | 0 |
| Die area | 6400 µm² |
| Synthesized cell area | 88.8 µm² |
| Critical-path top delay cell | clkdlybuf4s50_1 |
| Gate count after technology mapping | 12 |
| Worst vdd ir | 0.0000246 V |
| Die Height | 80 µm |
| Wire per inst | 14.6 µm |
| Distinct cells, synth | 7 |
| Flop Count | 0 |
| Power share of the clock group | 0% |
| First-pass GRT wire length | 1.82 mm |
| Critical Path Start | float_data[4] |
| CP arrival | 1.29 ns |
| Cell Chain, Critical Path | clkdlybuf4s50_1 > nor4_2 > nand2_1 > o21a_1 > buf_2 |
| Final core occ | 14.0% |
| Die X | about 80 µm |
| Crit end category | output pin |
| # Post-CTS Setup Buffers | 0 |
| Worst hold path type | primary input to output pin |
| Normalized max-slew margin | 84.7% |
| Total global routing track utilization | 3.83% |
| CP max FO | 1 |
| GPL Wtd Cong | approximately 0.72 |
| Combinational share of power | 100.0% |
| Critical path required time | 1.36 ns |
| Area growth syn-to-layout | 437% |
| Layout cells sized above 1 | 15.9% |
| FP Rows | 21 |
| Final setup vio count | 0 |
| OpenROAD warning count | 33 |
| Top-area cell share | 42.3% |
| Commonest cells post-synth | nand4_1 (3), nor4_2 (3), nor4_1 (2) |
| Fin area | between 400 and 500 µm² |
| Reg area | 0 µm² |
| Initial Util | 2.60% |
-- power by group through the flow --
stage / clock (mW) / sequential, mW / combinational (mW)
after CTS: 0 / 0 / 0.0709
after global routing: 0 / 0 / 0.0759
final: 0 / 0 / 0.0703
-- kinds of logic after synthesis --
group	count (synthesis)	synth area share (%)
AOI/OAI and AO/OA	1	8.45
and+or+nand+nor	11	91.5
-- stage by stage --
step                setup slack [ns]  cells  power [mW]
finish                        0.0691     90      0.0703
global placement              -0.427     90      0.0826
floorplan                      0.512     12     0.00446
global route                 -0.0135     90      0.0759
CTS                           0.0178     90      0.0709
detailed placement            -0.434     90      0.0816
-- placed cells by master, fill, tap and decap left out --
master	netlist	final
buf_2	0	1
clkdlybuf4s15_1	0	1
clkdlybuf4s50_1	0	10
dlygate4sd2_1	0	14
dlymetal6s2s_1	0	6
nand2_1	1	1
nand4_1	3	3
nor2_1	1	1
nor3_2	0	1
nor4_2	3	5
o21a_1	1	1
-- worst min-delay path by stage --
stage,startpoint,endpoint,depth (start not counted)
final,float_data[12],is_nan,5
after global routing,float_data[12],is_nan,5
after CTS,float_data[7],is_nan,5
-- routing by layer --
layer / track usage, % / part of all wire, %
met1: 5.01 / 47
met5: 0 / 0
met4: 0 / 0
met3: 3.07 / 19
met2: 5.06 / 34
-- cell type report --
cell class,count,area share (%)
tap,46,12.1
timing repair buffer,32,65.6
multi-input combinational,12,22.3
-- timing repair --
item | in CTS | in global routing
endpoints found under the hold margin | 0 | 0
pin swaps | 8 | 6
gates resized | 20 | 9
setup endpoints to repair | 1 | 1
Power figures rest on the tool's default switching activity, not on a simulated workload.
